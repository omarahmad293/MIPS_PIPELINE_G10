[design.v]
module MUX(IN_1, IN_2, Sel, Out);
input[31:0] IN_1;
input[31:0] IN_2;
input Sel;
output[31:0] Out;
assign Out = (Sel === 1)?IN_2:IN_1;
endmodule
[constraint.sdc]
current_design MUX

set clk_period 1.0
set clk_io_pct 0.2

create_clock -name clk0 -period $clk_period

set non_clock_inputs [all_inputs -no_clocks]
set_input_delay [expr $clk_period * $clk_io_pct] -clock clk0 $non_clock_inputs
set_output_delay [expr $clk_period * $clk_io_pct] -clock clk0 [all_outputs]
[run.sh]
#!/bin/bash
# OpenROAD 26Q1-2900-gdf79404cd8, Yosys 0.63+post, stock flow scripts
make -C /OpenROAD-flow-scripts/flow DESIGN_CONFIG=/design/flow/config.mk WORK_HOME=/design/flow/orfs finish
[config.mk]
export PLATFORM = sky130hd
export DESIGN_NAME = MUX
export DESIGN_NICKNAME = MUX
export VERILOG_FILES = /design/flow/design.v
export SDC_FILE = /design/flow/constraint.sdc
export NUM_CORES = 4
export LEC_CHECK = 1
export CORE_AREA = 10 10 71 71
export DIE_AREA = 0 0 81 81
==> impl_metrics.ini <==
; physical design summary
[outcome]
status = complete, but fails checks
violations = negative setup slack

[global_routing]
grt_pass1_wl_um = 3808
grt_pass1_vias = 714
track_usage = 0.07151
grt_antenna_before_repair = 0
grt_max_degree = 11
grt_overflow_total = 0

[sta]
finalClockPeriodUsage = 1.178
fin_tns_setup_ns = -3.001
slew_headroom = 0.9443
setup_viol = 32
max_freq_mhz = 848.7
slew_violations = 0
worstMarginPinSlew_ns = 0.08358
timing.final.ws_setup_ns = -0.1782
min_period_ns = 1.178
rsz0062_at_grt = true
hold_viol = 0

[power]
combPwrFrac = 1.000
p_per_area_nw_per_um2 = 392.1
p_int_uw = 487.8
switching_power_uw = 135.7
switching_share = 0.2176
peakVddDrop_v = 0.0001506
leakage_uw = 0.0008900
p_seq_frac = 0
p_clk_frac = 0

[hold_path]
min_from = IN_1[7]
holdPathEnd = Out[7]
hold_path_class = primary input to output pin
min_path_cells = 3

[synthesis]
ys_cells = 36
synth_warnings = 0
synth.cell_area_um2 = 544.3
ys_chip_area_um2 = 544.3
mux_share = 0.8690
xor_share = 0
simple_gate_share = 0
synth.largest_area_cell = mux2_4
ys_seq_share = 0
yosysUniqueCellTypes = 4
synthTopCellsByArea = mux2_4, buf_12, mux2_2
aoi_share = 0
synthCells = 36
synthTopLogicFamily = multiplexers
yosys.area.top_type_share = 0.8276
yosys.area_share.adder = 0
avgSynthCellArea_um2 = 15.12

[floorplan]
initial_core_util = 0.1498
die-width_um = 81
die_h_um = 81
io_pins = 97
dieArea_um2 = 6561
design.core.area_um2 = 3633
rows = 22

[cells_and_area]
lay_top_count = dlygate4sd2_1
mostFrequentLayoutCells = dlygate4sd2_1, mux2_4, buf_6, buf_2, clkdlybuf4s50_1
syn_to_final_growth_pct = 192.2
nClkBuffers = 0
seqCellArea_um2 = 0
post-route-util = 0.4377
instances_no_fill = 185
nFillCells = 363
seq_cells = 0
layout-drive-gt1-share = 0.5328

[setup_path]
path_class = primary input to output pin
cp_max_fo = 5
startpoint_type = primary input
cp-startpoint = Sel
end_kind = output pin
cp.arrival_ns = 0.98
worst_ep_required_time_ns = 0.80

[drt]
avgRoutedWirePerCell_um = 15.14
viasPerCell = 3.757
drt_iter0_markers = 1
vias = 695
detail-route-antenna-nets = 0
drt_wl_total_um = 2800
drc = 0
antenna_cells = 0
dr.pass1.iters = 2

[job]
tool_warnings = 34
cap_violations = 0

[placement]
place_congestion = 0.8322
dp_hpwl_um = 2529
dpl.cell_count = 180
io_buffers = 97
==> worst max-delay path, stage by stage <==
cell	delay (ns)
buf_12	0.12
buf_12	0.13
buf_12	0.13
mux2_4	0.28
buf_2	0.12
==> metrics by stage <==
step / instance area (um^2) / power, uW / setup slack (ns) / hold WS (ns)
floorplan: 544.3 / 206.3 / 0.06690 / 0.4977
global placement: 1559 / 665.4 / -0.5258 / 1.263
detailed placement: 1559 / 668.7 / -0.5264 / 1.251
CTS: 1516 / 601.3 / -0.1838 / 0.7993
global route: 1590 / 664.7 / -0.1987 / 0.7125
finish: 1590 / 623.5 / -0.1782 / 0.6930
==> Yosys cell counts <==
cell type,count
buf_12,3
mux2_2,2
buf_6,1
mux2_4,30
==> power groups by stage <==
stage / clock network, uW / registers [uW] / logic [uW]
final: 0 / 0 / 624
after global routing: 0 / 0 / 665
after CTS: 0 / 0 / 601
==> cell families after synthesis <==
logic type | count (synthesis)
buffers and inverters | 4
muxes | 32
==> timing repair <==
action / in CTS / in global routing
resized: 163 / 16
endpoints found under the setup margin: 32 / 32
gates cloned: 1 / 0
hold buffers: 0 / 0
buffers inserted: 4 / 0
pin swaps: 0 / 0
==> final cells by class <==
class	count	area, um^2	share of cell area
multi-input cells	32	480.5	0.3021
repair buffers	105	1050	0.6601
well taps	48	60.06	0.03777
==> worst max path at each step <==
stage	cells past startpoint	slack [ns]	endpoint
after CTS	3	-0.18	Out[1]
after global routing	5	-0.20	Out[5]
final	5	-0.18	Out[1]
==> per-layer routing <==
metal,global-route usage,part of all wire
met5,0,0
met4,0,0
met3,0.02227,0.10
met2,0.1266,0.50
met1,0.08829,0.40
Power figures rest on the tool's default switching activity, not on a simulated workload.
