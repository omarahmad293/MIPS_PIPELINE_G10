**/design/flow/config.mk**
```make
export PLATFORM = sky130hd
export DESIGN_NAME = dataMem
export DESIGN_NICKNAME = dataMem
export VERILOG_FILES = /design/flow/design.v
export SDC_FILE = /design/flow/constraint.sdc
export NUM_CORES = 4
export LEC_CHECK = 1
export CORE_UTILIZATION = 50
```
**/design/flow/design.v**
```verilog
module dataMem(readData, writeData, address, memWrite, memRead, CLK);
output [31:0] readData;
input [31:0] writeData;
input [31:0] address;
input memWrite,memRead, CLK;
reg [31:0] mem [0:31];
integer i = 0;
initial
begin
	for (i = 0; i < 32; i = i+1)
	begin
		mem[i] = 32'hFFFF_FFFF;
	end
end
assign readData = (memRead) ? mem[address] : 32'dx;
always @(posedge CLK)
begin
if(memWrite)
begin
mem[address] <= writeData;
end
end
endmodule
```
**/design/flow/run.sh**
```bash
#!/bin/bash
# OpenROAD 26Q1-2900-gdf79404cd8, Yosys 0.63+post, stock flow scripts
make -C /OpenROAD-flow-scripts/flow DESIGN_CONFIG=/design/flow/config.mk WORK_HOME=/design/flow/orfs finish
```
**/design/flow/constraint.sdc**
```tcl
current_design dataMem

set clk_period 4.4
set clk_io_pct 0.2

create_clock -name clk0 -period $clk_period [get_ports {CLK}]

set non_clock_inputs [all_inputs -no_clocks]
set_input_delay [expr $clk_period * $clk_io_pct] -clock clk0 $non_clock_inputs
set_output_delay [expr $clk_period * $clk_io_pct] -clock clk0 [all_outputs]
```
==> reports/results.ini <==
[run_status]
outcome=finished, final reports clean

[worst_hold_path]
hold_class=in2reg
hp-start=writeData[18]

[critical_path]
worstPathArrival_ns=3.44
crit_fanout=19
max_stage_delay_ns=0.49
cp-startpoint=address[3]
critPathLaunchType=primary input
crit_path_end_kind=primary output
slowest_stage=clkdlybuf4s50_1
crit_type=in2out
crit_chain=clkdlybuf4s50_1 -> buf_4 -> buf_8 -> nand4b_1 -> buf_12 -> o22ai_1 -> nor4_1 -> buf_4 -> nand2_1 -> clkdlybuf4s50_1
critPathCapture=readData[15]
critical_path_required_ns=3.52

[synth]
ys_cells=2075
synth-seq-cells=1024
simple_gate_area_share_pct=2.304
synth_warnings=1
yosysSeqAreaShare_pct=78.64
edf_count=1024
yosys.area_share.adder_pct=0
logic_family=multiplexers
top_cells_by_count=1024 x edfxtp_1, 512 x mux2i_1, 256 x o22ai_1
flop_cell=edfxtp_1
top_cell_area_share_pct=78.64
netlist_area_um2=39100
yosys-top-cells-area=edfxtp_1 79%, mux2i_1 13%, o22ai_1 4.1%
ys_types=22
yosys-stat-area_um2=39100
syn-instance-count=2075
xor_area_share_pct=0
mux_area_share_pct=13.11
async_flop_share_pct=0
top_cell=edfxtp_1
yosysTopAreaCell=edfxtp_1
avgSynthCellArea_um2=18.84
synthAoiAreaFrac_pct=4.096

[clock_tree]
cts.reportedPaths.clkPinSlew_ns=0.06
htree_num_levels=3
cts_tree=yes
cts_num_sinks=1024
cts_made_buffers=102
cts_root_buffer=clkbuf_16
clk_path_buf_depth=3

[grt]
grt_pass1_vias=21057
grt_max_degree=50
track_usage_pct=27.99
grt_pass1_wl_um=139100
grt_overflow_total=0
grt_antenna_before_repair=1

[placement]
globalplace.congestion=0.8495
placed_area_um2=42750
dp_hpwl_um=55100
io_buffers=70

[layout]
syn_to_final_growth_pct=18.18
drive_gt1_share_pct=16.44
largest_register_ffs=1024
fin_util_pct=59.65
stdcell_area_um2=46210
regMostFlops=mem
reg_top3=mem (1024)
final.fill_count=5460

[pwr]
p_leak_uw=0.01611
power_density_nw_per_um2=444.2
vdd_drop_max_mv=0.3451

[timing]
setup_violations=0
drv_slew=0
hold_viol=0
period_minus_slack_ns=4.322
worst_pin_slew_ns=1.003
rsz0062_at_grt=no
max-slew-margin-rel_pct=32.91
finalCritPeriodShare_pct=98.24
fmax_mhz=231.4

[floorplanning]
io_pins=99
core_um2=77470
die_area_um2=79320
die_height_um=281.6
core_util_floorplan_pct=50.47
die_x_um=281.6
row_count=102

[drt]
wl_um=96440
vias=20218
dr.pass1.iters=5
wl_met3_um=16920
drc=0
routedLengthMet1_um=31670
route.met2.wl_um=45040
routed.top_layer=met5
antenna_left=0
drt_iter0_markers=1184
viasPerCell=5.881
wl_per_cell_um=28.05

[run]
warnings=54
maxCapViolations=0

## what timing repair did
item,CTS,global route
endpoints found under the setup margin,8,25
resized,5,12
hold buffers,0,0
setup buffers,1,0
pin swaps,1,1
## per-stage QoR
step           instances  power, µW  hold slack, ns  setup WS, ns  setup TNS [ns]
2_1_floorplan       2075      11550          0.9789        0.7062               0
3_3_place_gp        3247      12100           1.700       -0.1732         -0.5200
3_5_place_dp        3247      12110           1.706       -0.1939         -0.4794
4_1_cts             3437      20680           1.008      0.002835               0
5_1_grt             3438      21150           1.031      0.006288               0
6_report            3438      20530           1.034       0.07762               0
## metal layers
layer / track usage (%) / vias up
met5: 1.648 / -
met4: 6.048 / 2
met3: 21.05 / 162
met2: 40.15 / 1259
met1: 36.07 / 9822
li1: - / 8973
## placed cells by master (no fill, tap or decap), drive strengths merged
master         count
inv                4
nor2              29
nand2             34
dlygate4sd2        1
dlymetal6s2s       2
nand4bb            6
buf              190
diode              1
nor4              64
or3b               3
edfxtp          1024
or4                1
or4b               4
nand4b             4
mux2i            512
or3                1
clkbuf           121
o22ai            256
clkdlybuf4s50     66
nand3b             4
nand3              2
nor3               4
clkinvlp           2
nand4              1
bufinv            14
clkinv            48
## power breakdown
group / internal, µW / switching (µW)
clock: 5090 / 3530
sequential: 10900 / 23.5
combinational: 438 / 594
## worst max-delay path: cells and delay by family
family	cells	cell delay, ns
AOI/OAI and AO/OA	1	0.12
buffers and inverters	6	1.75
and+or+nand+nor	3	0.66
## worst min-delay path by stage
| stage | endpoint | slack, ns | cells after the start |
|---|---|---|---|
| 6_report | mem[20][18] | 1.03 | 2 |
| 4_1_cts | mem[22][15] | 1.01 | 2 |
| 5_1_grt | mem[20][15] | 1.03 | 2 |
## cell type report
type / instances / area, µm² / area share [%]
multi-input cells: 925 / 8023 / 17.36
diodes: 1 / 2.502 / 0.005416
flip-flops and latches: 1024 / 30750 / 66.55
well taps: 1040 / 1301 / 2.816
clock buffers: 121 / 2624 / 5.678
clock inverters: 68 / 748.2 / 1.619
repair buffers: 259 / 2760 / 5.973
## kinds of logic (layout without fill, tap and decap cells)
logic type	after synthesis	after routing
flip-flops	1024	1024
multiplexers	512	512
AND-OR/OR-AND	256	256
AND/OR/NAND/NOR	157	157
buffers and inverters	126	448
other	0	1
Power and IR drop assume default switching activity.
