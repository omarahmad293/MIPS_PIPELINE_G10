`/design/flow/config.mk`:
```
export PLATFORM = sky130hd
export DESIGN_NAME = alu
export DESIGN_NICKNAME = alu
export VERILOG_FILES = /design/flow/design.v
export SDC_FILE = /design/flow/constraint.sdc
export NUM_CORES = 4
export LEC_CHECK = 1
export CORE_UTILIZATION = 40
```
`/design/flow/design.v`:
```
module alu(Read_data_1,Data_2,ALU_control,Result,Zero_flag); 
input [31:0] Read_data_1;
input [31:0] Data_2;
input [2:0] ALU_control;
output [31:0] Result;
output Zero_flag;
reg [31:0] Result_reg;
assign Zero_flag = (Result==0)?1:0;
assign Result = (ALU_control == 0) ? (Read_data_1&Data_2) : (ALU_control == 1) ? (Read_data_1|Data_2) :
		(ALU_control == 2) ? (Read_data_1+Data_2) : (ALU_control == 6) ? (Read_data_1-Data_2) :
		(ALU_control == 7) ? ((Read_data_1>Data_2)?0:1) : 0;
endmodule 
```
`/design/flow/run.sh`:
```
#!/bin/bash
# OpenROAD 26Q1-2900-gdf79404cd8, Yosys 0.63+post, stock flow scripts
make -C /OpenROAD-flow-scripts/flow DESIGN_CONFIG=/design/flow/config.mk WORK_HOME=/design/flow/orfs finish
```
`/design/flow/constraint.sdc`:
```
current_design alu

set clk_period 24.4
set clk_io_pct 0.2

create_clock -name clk0 -period $clk_period

set non_clock_inputs [all_inputs -no_clocks]
set_input_delay [expr $clk_period * $clk_io_pct] -clock clk0 $non_clock_inputs
set_output_delay [expr $clk_period * $clk_io_pct] -clock clk0 [all_outputs]
```
==> out/results.txt <==
Clock buffers -> 0
Drt initial violations -> 659
Worst Hold Class -> input port to primary output
DRC -> 0
Yosys cell types -> 71
Most area-consuming cells after synthesis -> ha_1 23%, a21oi_1 7.7%, inv_1 6.7%, nor2_1 5.3%, o21ai_0 4.9%
1st-pass router iterations -> 5
Sequential share of power -> 0%
Die Area -> 0.0138 mm^2
CP max stage delay -> 0.79 ns
Yosys top cell by instances -> ha_1
Crit. End Element -> primary output
CORE AREA -> 0.0128 mm^2
Multi-input logic area -> 0.00476 mm^2
First-pass GRT wire length -> 33100 um
Share of cells above drive strength 1 -> 3.23%
Tally of OpenROAD warnings -> 96
Hold_buf cts -> 0
# port buffers -> 100
Fin Setup TNS -> 0 ns
Routed Antenna Nets -> 0
Clock Power Share -> 0%
Cells after Synth -> 837
Die extent in y -> 117 um
Initial antenna violation count -> 0
Post-DP HPWL -> 16700 um
Placed inst area -> 0.00641 mm^2
Row Count -> 41
Maximum resistive drop on vdd -> 0.0111 mV
Die W -> 117 um
Post-synth top area cell -> ha_1
Core Util at FP -> 41.5%
Cell family with most CP delay -> simple AND/OR/NAND/NOR gates
CP max stage cell -> a2111oi_0
Worst Path Arrival -> 9.96 ns
Final Util -> 50.0%
I/O Pins -> 100
Synth warn -> 0
Final design area excluding fillers -> 0.00641 mm^2
Slew Limit Fails -> 0
Cell count in the Yosys report -> 837
Avg Inst Size Synth -> 6.36 um^2
Sw Pwr -> 0.0892 mW
Cell area after synthesis -> 0.00533 mm^2
Combinational power share -> 100.0%
Status -> completed
Global Route Usage Sum -> 30.3%
CP required -> 19.52 ns
Gpl congestion -> 0.955
Post-synthesis sequential area ratio -> 0%
Final setup violation count -> 0
Area leader share -> 22.6%
Max_cap viols -> 0
Commonest cells post-synth -> 96 x ha_1, 95 x inv_1, 82 x a21oi_1
Bufs and invs on worst path -> 3
Flop count -> 0
Sw Share -> 57.7%
Vias -> 6511
Tcrit/Tclk final -> 60.8%
Maximum fanout along the worst path -> 11
Fillcell total -> 1334
Post-cts sizing count -> 0
Actual slew at the worst max-slew pin -> 0.843 ns
Hold Fails Final Rpt -> 0
Startpoint Class -> input port
Largest net degree at the start of global routing -> 39
Vias in the first global route -> 5875
Int Power -> 0.0653 mW
Setup CP Type -> input port to primary output
RSZ-0062 raised after global routing -> false
Leakage power -> 2.86 nW
Crit path time final -> 14.84 ns
Storage cell area -> 0 um^2
Routed vias/inst -> 6.09
Worst rel slew slack -> 42.3%
Area growth syn-to-layout -> 20.4%
Total grt overflow -> 0
WL/cell -> 19.7 um
Crit-path cells -> clkdlybuf4s50_1 -> inv_1 -> ha_1 -> nor3b_1 -> nor3_1 -> a211oi_1 -> a2111oi_0 -> nand2_1 -> nor3_1 -> o21ai_0 -> or4_1 -> nor4_2 -> nand4b_1 -> nor3_2 -> clkdlybuf4s50_1
Drt total wl -> 21100 um
Chip area in the Yosys report -> 0.00533 mm^2
# diodes -> 0
Pwr Density -> 24.1 mW/mm^2
Max frequency -> 67.4 MHz
# Post-CTS Setup Buffers -> 0
## cells in the final DEF (no fill, tap or decap), types with 4 or more instances in the layout
master	synthesis	routed
xnor2_1	13	13
nand4_1	4	4
ha_1	96	96
a211o_1	7	7
a211oi_1	19	19
nor3_1	31	31
a21o_1	14	14
nor2b_1	14	14
nand2_1	69	69
a21oi_1	82	82
a22o_1	5	5
o31ai_1	15	15
a221o_1	6	6
or4_1	6	6
inv_1	95	95
o2111ai_1	5	5
nor4_1	13	13
a31oi_1	12	12
o21ai_0	52	52
o21bai_1	11	11
nand2b_1	8	8
or2_2	4	4
nor2_1	75	75
a221oi_1	5	5
o22ai_1	9	9
and2_1	6	6
nand3_1	18	18
clkdlybuf4s50_1	0	100
o211ai_1	17	17
and3_1	8	8
buf_4	1	10
a21boi_0	4	4
## power by group through the flow
| stage | clock network, mW | registers, mW | logic [mW] |
|---|---|---|---|
| finish | 0 | 0 | 0.154 |
| global route | 0 | 0 | 0.169 |
| CTS | 0 | 0 | 0.152 |
## logic make-up (layout without fill, tap and decap cells)
kind of cell	Yosys count	after routing	share of synthesized area, %
AOI/OAI and AO/OA	303	303	38.1
xor gates and xnor gates	16	16	2.63
adders and majority gates	98	98	23.3
buffers and inverters	145	206	10.6
muxes	2	2	0.376
and+or+nand+nor	273	273	25.0
## per-layer routing
layer	track usage, %	up-vias	share of wire (%)
li1	-	3171	-
met1	46.1	3039	47
met2	47.9	283	44
met3	3.17	18	7.9
met4	2.19	0	0.97
met5	0	-	0
## through the flow
step	hold WS, ns	setup WS, ns	total power, mW	cells
4_1_cts	11.05	9.64	0.152	1070
3_5_place_dp	11.05	9.66	0.151	1070
6_report	11.05	9.56	0.154	1070
2_1_floorplan	10.01	11.50	0.0926	837
5_1_grt	11.16	9.30	0.169	1070
3_3_place_gp	11.04	9.75	0.152	1070
## tightest hold or removal path, stage by stage
cell and delay, ns:
clkdlybuf4s50_1 0.43, inv_1 0.09, ha_1 0.14, a21oi_1 0.06
nor2_1 0.10, a311oi_1 0.08, clkdlybuf4s50_1 0.40
## area by class of cell
type	count	share of cell area [%]
inverters	96	5.62
multi-input cells	692	74.2
well taps	172	3.36
repair buffers	110	16.8
## final timing paths
kind                        from         to  cells after the start
setup / recovery  Read_data_1[5]  Zero_flag                     15
hold / removal         Data_2[3]  Result[3]                      7
No activity file was given, so power comes from the tool's default toggle rates.
